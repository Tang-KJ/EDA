`/design/flow/config.mk`:
```
export PLATFORM = sky130hd
export DESIGN_NAME = Divide_double_ntimes
export DESIGN_NICKNAME = Divide_double_ntimes
export VERILOG_FILES = /design/flow/design.v
export SDC_FILE = /design/flow/constraint.sdc
export NUM_CORES = 4
export LEC_CHECK = 1
export CORE_AREA = 10 10 82 82
export DIE_AREA = 0 0 92 92
```
`/design/flow/design.v`:
```
module Divide_double_ntimes(div,clk);
	output reg div;
	input clk;
	reg[17:0]cnt1;
	parameter ntimes = 18'b011000001101010000;
	always @(posedge clk)
	begin
		if(cnt1== ntimes )
			begin 
			div = ~div;
			cnt1 <= 0;
			end
		else
			begin cnt1<=cnt1+1;end
	end
endmodule
```
`/design/flow/run.sh`:
```
#!/bin/bash
# OpenROAD 26Q1-2900-gdf79404cd8, Yosys 0.63+post, stock flow scripts
make -C /OpenROAD-flow-scripts/flow DESIGN_CONFIG=/design/flow/config.mk WORK_HOME=/design/flow/orfs finish
```
`/design/flow/constraint.sdc`:
```
current_design Divide_double_ntimes

set clk_period 2.9
set clk_io_pct 0.2

create_clock -name clk0 -period $clk_period [get_ports {clk}]

set non_clock_inputs [all_inputs -no_clocks]
set_input_delay [expr $clk_period * $clk_io_pct] -clock clk0 $non_clock_inputs
set_output_delay [expr $clk_period * $clk_io_pct] -clock clk0 [all_outputs]
```
==> flow_metrics.env <==
# flow metrics
export IMPL_status="completed"
export IMPL_drtIter0Drc=11
export IMPL_yosys_area_share_adder=0.0305
export IMPL_grt_pass1_wl_um=2580
export IMPL_ys_sh_xor=0.171
export IMPL_numCtsBuffers=3
export IMPL_endpoint_kind="register"
export IMPL_drc_errors=0
export IMPL_firstDrtPassIters=4
export IMPL_peakVddDrop_mv=0.199
export IMPL_yosys_area_um2=820
export IMPL_cts_htree_levels=1
export IMPL_ys_seq_elements=19
export IMPL_critical_path_required_ns=2.81
export IMPL_rows=26
export IMPL_fillCellCount=588
export IMPL_clk_pin_slew_ns=0.07
export IMPL_grt_max_degree=11
export IMPL_cts_repair_resized=0
export IMPL_die_w_um=92
export IMPL_num_vias=549
export IMPL_wl_um=1340
export IMPL_slew_headroom=0.720
export IMPL_whs_ns=0.483
export IMPL_cts_setup_buffers=0
export IMPL_ctsHoldBuffers=0
export IMPL_grt_setup_unrepaired="false"
export IMPL_timing_final_ws_setup_ns=1.24
export IMPL_top_area_frac=0.440
export IMPL_warnings=26
export IMPL_top_cells_by_area="dfxtp_1 (44%), xnor2_1 (13%), nor2_1 (5.0%)"
export IMPL_cts_root_buf="clkbuf_8"
export IMPL_ys_types=18
export IMPL_async_flop_share=0
export IMPL_simple_gate_share=0.304
export IMPL_hold_viol=0
export IMPL_tns_ns=0
export IMPL_slew_violations=0
export IMPL_grt_use_total=0.0355
export IMPL_n_antenna_cell=0
export IMPL_dp_slack_ns=1.30
export IMPL_cts_tree="yes"
export IMPL_synthMuxAreaShare=0
export IMPL_ff_type="dfxtp_1"
export IMPL_min_period_ns=1.66
export IMPL_clock_sinks=19
export IMPL_overflow=0
export IMPL_clk_path_buf_depth=2
export IMPL_fin_worst_skew_ns=0.00280
export IMPL_drive_above_1_share=0.0930
export IMPL_hold_class="register to register"
export IMPL_ios=2
export IMPL_floorplan_core_util=0.161
export IMPL_fp_coreArea_um2=5070
export IMPL_insertion_delay_ns=0.25
export IMPL_maxCapViolations=0
export IMPL_yosysTopAreaCell="dfxtp_1"
export IMPL_reg2reg_to="div"
export IMPL_total_power_uw=442
export IMPL_critPathKind="register to register"
export IMPL_wl_per_cell_um=8.60
export IMPL_die_area_um2=8460
export IMPL_routed_via_density=3.52
export IMPL_syn_area_per_cell_um2=10.1
export IMPL_antenna_found_initial=0
export IMPL_portBuffers=1
export IMPL_ff2ff_path_depth=3
export IMPL_syn_area_um2=820
export IMPL_syn_to_final_growth_pct=17.4
export IMPL_min_from="cnt1[0]"
export IMPL_synthAoiAreaFrac=0
export IMPL_ys_seq_frac=0.476
export IMPL_crit_fanout=10
export IMPL_edf_count=1
export IMPL_grt_pass1_vias=570
export IMPL_fmax_ghz=0.602
export IMPL_cp_arrival_ns=1.57
export IMPL_synthTopCellsByCount="dfxtp_1 (18), xnor2_1 (12), nor2_1 (11), nand3_1 (6), nand4_1 (6)"
export IMPL_power_leakage_uw=0.000304
export IMPL_synth_top_cell_by_count="dfxtp_1"
export IMPL_min_to="cnt1[0]"
export IMPL_setup_violations=0
export IMPL_worstMarginPinSlew_ns=0.419
export IMPL_postRouteAntennaNets=0
export IMPL_whs_path_depth=1
export IMPL_timing_rr_start="cnt1[5]"
export IMPL_routabilityCongestion=0.803
export IMPL_r2r_setup_slack_ns=1.24
export IMPL_yosysWarnings=1
export IMPL_p_per_area_nw_per_um2=459
export IMPL_synth_cells=81
export IMPL_die_y_um=92
export IMPL_start_kind="register"
export IMPL_hpwlAfterDp_um=974
export IMPL_yosysCellCount=81
export IMPL_logic_family="simple AND/OR/NAND/NOR gates"
export IMPL_min_period_over_period=0.573
[how the worst max path moves through the flow]
stage / from / endpoint / slack [ns]
final: cnt1[5] / div / 1.24
after global routing: cnt1[12] / div / 1.10
after CTS: div / div / 1.22
[state kept, by name, summed over array words and instances, names as in the netlist]
signal	cells
cnt1	18
div	1
[cell families after synthesis]
kind of cell / Yosys count
xor+xnor: 16
buf+inv: 4
simple gates: 40
fa+ha+maj: 2
flops: 19
[routing by layer]
| metal | up-vias | global-route usage | routed length (µm) |
|---|---|---|---|
| li1 | 288 | - | - |
| met1 | 251 | 0.0531 | 737 |
| met2 | 10 | 0.0506 | 536 |
| met3 | 0 | 0.0115 | 68 |
| met4 | 0 | 0.00257 | 0 |
| met5 | - | 0 | 0 |
[through the flow]
stage                util  area (µm²)  std cells
finish              0.190         962        156
CTS                 0.190         962        156
global placement    0.181         917        152
floorplan               -         820         81
detailed placement  0.181         917        152
global route        0.190         962        156
[area by class of cell]
class,instances,area [µm²],area share
well taps,70,87.6,0.0910
multi-input cells,58,414,0.430
clock buffers,4,45.0,0.0468
repair buffers,1,10.0,0.0104
flip-flops and latches,19,390,0.406
inverters,4,15.0,0.0156
[layout by cell type (no fill, tap or decap)]
cell and instances:
nor3_1 5, xnor2_1 12, nand3_2 1, edfxtp_1 1, ha_1 2, clkbuf_8 3, nor2_1 11, clkbuf_1 1
nor3_4 1, nor4_1 2, nand2_1 4, nand3_1 6, nand4_1 6, nor4_2 1, dfxtp_1 18, nor2b_1 1
inv_1 4, nand4_4 1, xor2_1 4, clkdlybuf4s50_1 1, nor4_4 1
[power by group]
group | internal, µW | switching [µW]
clock | 97.5 | 81.4
sequential | 263 | 0
combinational | 0 | 0
total | 360 | 81.4
[critical path: stages, from the launching register on]
cell	delay, ns
dfxtp_1	0.37
nor4_1	0.32
nand4_1	0.19
nor3_4	0.43

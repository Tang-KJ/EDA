## /design/flow/run.sh

```bash
#!/bin/bash
# OpenROAD 26Q1-2900-gdf79404cd8, Yosys 0.63+post, stock flow scripts
make -C /OpenROAD-flow-scripts/flow DESIGN_CONFIG=/design/flow/config.mk WORK_HOME=/design/flow/orfs finish
```

## /design/flow/config.mk

```make
export PLATFORM = sky130hd
export DESIGN_NAME = Input_key
export DESIGN_NICKNAME = Input_key
export VERILOG_FILES = /design/flow/design.v
export SDC_FILE = /design/flow/constraint.sdc
export NUM_CORES = 4
export LEC_CHECK = 1
export CORE_AREA = 10 10 98 98
export DIE_AREA = 0 0 108 108
```

## /design/flow/constraint.sdc

```tcl
current_design Input_key

set clk_period 2.9
set clk_io_pct 0.2

create_clock -name clk0 -period $clk_period [get_ports {clk}]

set non_clock_inputs [all_inputs -no_clocks]
set_input_delay [expr $clk_period * $clk_io_pct] -clock clk0 $non_clock_inputs
set_output_delay [expr $clk_period * $clk_io_pct] -clock clk0 [all_outputs]
```

## /design/flow/design.v

```verilog
module Input_key(en,last_valid,circ,clk,row);
input clk;					 
input  [3:0]row;			 
output [3:0]circ;			 
output [3:0]last_valid;	 
output en;					 
reg en;						
reg [3:0]circ;
reg [3:0]last_valid;
reg [3:0]key;				 
reg [6:0]repeat_times;	 
reg [1:0]col;				 
reg [5:0]null_times;		 
reg [3:0]pre;				 
parameter Col_Wid = 4;			 
parameter Is_Press_Down = 0;	 
parameter Valid_Times =4;		 
always @(posedge clk)
begin
	if(row[0] == Is_Press_Down)	 
	begin
		key = col;
		null_times = 0;
		case(key)
			pre:
				repeat_times = repeat_times+1;
			default: 
				begin 
				repeat_times = 0;
				pre = key;
				end
		endcase
	end
	else if(row[1] == Is_Press_Down) 
	begin
		key = Col_Wid + col;
		null_times = 0;
		case(key)
			pre:
				repeat_times = repeat_times+1;
			default: 
				begin 
				repeat_times = 0;
				pre = key;
				end
		endcase
	end
	else if(row[2] == Is_Press_Down) 
	begin
		key = Col_Wid*2 + col;
		null_times = 0;
		case(key)
			pre:
				repeat_times = repeat_times+1;
			default: 
				begin 
				repeat_times = 0;
				pre = key;
				end
		endcase
	end
	else if(row[3] == Is_Press_Down) 
	begin
		key =Col_Wid*3 + col;
		null_times = 0;
		case(key)
			pre:
				repeat_times = repeat_times+1;
			default: 
				begin 
				repeat_times = 0;
				pre = key;
				end
		endcase
	end
	else	null_times = null_times+1; 
	if(repeat_times >= Valid_Times)
		begin
		en = 1;
		last_valid = key;
		case(key)
		4'b0000: last_valid=4'd12;
		4'b0001: last_valid=4'd11;
		4'b0010: last_valid=4'd10;
		4'b0011: last_valid=4'd0;
		4'b0100: last_valid=4'd15;
		4'b0101: last_valid=4'd9;
		4'b0110: last_valid=4'd8;
		4'b0111: last_valid=4'd7;
		4'b1000: last_valid=4'd15;
		4'b1001: last_valid=4'd6;
		4'b1010: last_valid=4'd5;
		4'b1011: last_valid=4'd4;
		4'b1100: last_valid=4'd15;
		4'b1101: last_valid=4'd3;
		4'b1110: last_valid=4'd2;
		4'b1111: last_valid=4'd1;
		endcase
		end
	if(null_times >= Valid_Times<<1)
	begin
		en = 0;
		repeat_times = 0;
	end
	col = col+1;
	circ = 4'b1111 - (8>>(3-col));
end
endmodule
```

==> summary.txt <==
Observations from the implementation run.

Status:
- The flow ran to the end, and the final reports show no timing, DRC or antenna violations.

Placed design:
- The run puts the number of port buffers at 13.
- The run puts the worst setup slack before clock tree synthesis at 150 ps.
- The run puts the half-perimeter wire length after placement at 2300 um.
- Per the detailed placement report, the placed cell area equals 1900 um2.
- The run puts the final weighted congestion in routability-driven placement at 0.832.

Pwr:
- The run puts the largest voltage drop on the vdd net at 275 uV.
- Overall power consumption after layout is estimated at 0.00102 W.
- The run puts the sequential share of power at 51.9%.
- The run gives the power share of the clock group as 32.4%.
- The run gives the reported leakage power as 0.788 nW.
- The internal portion of the total power is 0.000739 W.
- The run gives the fraction of power spent switching nets as 27.8%.
- The run gives the net switching component of the power as 0.000285 W.
- The run gives the areal power density over the cells as 515 nW/um2.
- Of the total power, combinational logic draws 15.7%.

Logic synthesis:
- The run gives the count of mapped cells out of synthesis as 166.
- The run puts the post-synthesis cell area at 1610 um2.
- The run gives the synthesized area divided by synthesized cell count as 9.69 um2.
- The run puts the post-synthesis sequential area ratio at 44.8%.
- The run gives the top cell type by total area after synthesis as sky130_fd_sc_hd__dfxtp_1.
- The run gives the total cells reported by yosys after synthesis as 166.
- For this run, the chip area from Yosys synthesis comes to 1610 um2.
- The run gives the top cell type's share of synthesized area as 29.9%.
- Counting the warning lines in the Yosys log gives 1.
- In this run, distinct cell masters in the synthesized netlist total 43.
- The run puts the number of synthesized register bits at 32.
- By area the synthesized netlist is led by sky130_fd_sc_hd__dfxtp_1 (30%), sky130_fd_sc_hd__edfxtp_1 (15%), sky130_fd_sc_hd__ha_1 (7.8%).

STA:
- The run puts the number of failing setup endpoints in the final timing report at 0.
- The run gives the clock period minus final worst setup slack as 2450 ps.
- The run puts the measured slew at the worst slew-check pin at 497 ps.
- Per the slew report, the remaining headroom to the max-slew limit stands at 66.9%.
- The run gives the total negative setup slack as 0 ps.
- The run gives the final setup skew as 7.05 ps.
- The run puts the final-report max-slew violation count at 0.
- Across all setup checks in the final design, the least slack found is 451 ps.
- Setup repair after global routing left no endpoint under its margin.
- The run gives the fmax as 0.408 GHz.
- The run puts the number of hold violations in the final report at 0.
- The run puts the final worst-path cycle share at 84.4%.

Routing:
- The run gives the detailed-router iteration count before antenna repair as 4.
- The run puts the via density per instance at 4.20.
- The run gives the count of antenna-violating nets left after detailed routing as 0.
- The run gives the DRC marker count from the first detailed-route iteration as 71.
- The wire length recorded after detailed routing is 3140 um.
- The run gives the total number of vias as 1,232.
- The run puts the post-detailed-route DRC marker count at 0.
- The run gives the final antenna diode count as 0.
- Per the detail_route report, routed wire per instance is 10.7 um.

Global routing:
- Entering global routing, the biggest net connects 12 pins.
- The first global-routing pass estimated 5590 um of wire.
- The initial antenna violation count was 0.
- The run puts the number of global-route vias before repair at 1,153.
- The run gives the total global routing overflow as 0.
- The run puts the total global routing track utilization at 5.71%.

Clock tree:
- The run gives the clock latency on the worst-skew pair as 280 ps.
- The run gives the number of gates given a new drive strength after cts as 0.
- The run puts the count of H-tree levels built during CTS at 2.
- In this run the clock root is driven by a sky130_fd_sc_hd__clkbuf_8.
- The run puts the maximum clock path buffer count at 2.
- The run gives the post-CTS clock slew at the launch and capture registers of the worst setup and hold paths as 70 ps.
- Per the repair_timing log after CTS, setup buffers inserted total 0.
- The run gives the hold-fix buffer count after cts as 0.
- The run puts the number of buffers inserted during clock tree synthesis at 5.
- TritonCTS built the clock tree.
- The run gives the number of sinks driven by the clock tree as 32.

Die:
- Before placement the cells fill 21.0% of the core.
- The run gives the vertical die dimension as 108 um.
- The run gives the area inside the core boundary as 7650 um2.
- The run puts the number of top-level pins at 14.
- The run puts the area of the die at 11,700 um2.
- The floorplan has 32 rows.
- The run puts the die width at 108 um.

Setup path:
- The run gives the required arrival time at the worst endpoint as 2910 ps.
- STA classifies the critical path endpoint as a register.
- The worst register-to-register path begins at pre[2]$_SDFFCE_PN0P_.
- The report shows a maximum critical-path fanout of 7.
- The worst setup path is of the in -> reg kind.
- Data on the critical path arrives at its endpoint at 2450 ps.
- STA classifies the critical path startpoint as an input pin.
- Tracing the worst setup path back leads to its startpoint at row[0].

Min path:
- The min-delay analysis places its worst path in the category reg -> reg.
- Looking at hold timing, the worst path starts from null_times[0]$_DFF_P_.

Finish:
- In the layout the commonest cells are sky130_fd_sc_hd__dfxtp_1 (24), sky130_fd_sc_hd__nor2_1 (15), sky130_fd_sc_hd__inv_1 (13), sky130_fd_sc_hd__clkdlybuf4s50_1 (13), sky130_fd_sc_hd__nand2_1 (12).
- The run gives the combinational gate area as 810 um2.
- The run puts the ratio of cells with drive above 1 in the final layout at 12.0%.
- The run puts the area added between synthesis and finish at 23.5%.
- The run gives the post-route cell area as 1990 um2.
- The run gives the number of fill cells as 794.
- The top cell type in the final layout, fill and taps aside, is sky130_fd_sc_hd__dfxtp_1.
- The run gives the sequential cell area as 721 um2.

Flow run:
- The stage logs contain a warning count of 31.
- The run puts the total of max-cap violations at 0.
[worst max-delay path, cell delays in order]
cell                              delay [ps]
sky130_fd_sc_hd__clkdlybuf4s50_1         440
sky130_fd_sc_hd__buf_4                   180
sky130_fd_sc_hd__nand2_4                  80
sky130_fd_sc_hd__inv_2                    50
sky130_fd_sc_hd__a221o_1                 370
sky130_fd_sc_hd__o211ai_2                160
sky130_fd_sc_hd__a32oi_2                 100
sky130_fd_sc_hd__or3_1                   480
[sequential cells by signal, summed over array words and instances, names as in the netlist]
| name | cells |
|---|---|
| col | 2 |
| en | 1 |
| key | 4 |
| null_times | 6 |
| repeat_times | 7 |
| circ | 4 |
| last_valid | 4 |
| pre | 4 |
[power groups by stage]
stage | clock, W | combinational [W] | sequential, W
CTS | 0.000343 | 0.000161 | 0.000531
finish | 0.000332 | 0.000160 | 0.000531
global route | 0.000357 | 0.000178 | 0.000537
[metrics by stage]
stage | utilization, % | hold WS (ps) | std cells
2_1_floorplan | - | 430 | 166
3_3_place_gp | 24.9 | 445 | 285
3_5_place_dp | 24.9 | 451 | 285
4_1_cts | 26.0 | 468 | 293
5_1_grt | 26.0 | 521 | 293
6_report | 26.0 | 463 | 293
[worst paths after layout]
path / slack, ps / depth (start not counted) / to
max: 450 / 8 / last_valid[2]$_DFFE_PP_
max reg2reg: 870 / 5 / last_valid[2]$_DFFE_PP_
min reg2reg: 460 / 1 / null_times[0]$_DFF_P_
min: 460 / 1 / null_times[0]$_DFF_P_
[cells by family (layout without fill, tap and decap cells)]
| logic type | after synthesis | count (layout) | share of synthesized area (%) |
|---|---|---|---|
| buffers and inverters | 18 | 43 | 4.90 |
| xor gates and xnor gates | 12 | 12 | 6.53 |
| AOI/OAI and AO/OA | 33 | 33 | 15.0 |
| muxes | 6 | 6 | 3.97 |
| adders and majority gates | 10 | 10 | 7.78 |
| and+or+nand+nor | 55 | 55 | 17.0 |
| DFF | 32 | 32 | 44.8 |
[final cells by class]
class	instances	area share [%]
Inverter	14	2.64
Multi-Input combinational cell	116	40.7
Clock inverter	3	0.882
Timing Repair Buffer	21	9.57
Tap cell	102	6.42
Sequential cell	32	36.3
Clock buffer	5	3.46
[synth_stat cells (all sizes together)]
cell type,instances
a311oi,3
ha,10
o211a,2
a21o,1
mux2,3
mux2i,3
nor2,15
dfxtp,24
buf,2
o22a,2
nor3,4
a21oi,9
edfxtp,8
and2,2
xnor2,8
and3,3
or3,2
nor3b,1
a21boi,1
o21ai,6
a41oi,1
nand3b,1
xor2,4
o31ai,1
o211ai,2
a221o,1
clkbuf,2
nand3,8
nand2b,1
o41a,1
o21a,1
nand2,13
a31oi,1
a32oi,1
nor2b,2
nand4,3
inv,14
[layer usage]
layer  wire length (um)  GRT usage [%]
met1               1390           7.60
met2               1500           8.79
met5                  0              0
met4                 14          0.763
met3                243           2.35
Power and IR drop assume default switching activity.
